==> design.v <==
`timescale 1ns/100ps
`default_nettype none
module PB_Controller (
	input logic Clock_25,
	input logic Resetn,
	input logic [3:0] PB_signal,
	output logic [3:0] PB_pushed
);
logic [15:0] clock_1kHz_div_count;
logic clock_1kHz, clock_1kHz_buf;
logic [9:0] debounce_shift_reg [3:0];
logic [3:0] push_button_status;
always_ff @ (posedge Clock_25 or negedge Resetn) begin
	if (Resetn == 1'b0) begin
		clock_1kHz_div_count <= 16'h0000000;
	end else begin
		if (clock_1kHz_div_count < 'd12499) begin
			clock_1kHz_div_count <= clock_1kHz_div_count + 16'd1;
		end else 
			clock_1kHz_div_count <= 16'h0000;		
	end
end
always_ff @ (posedge Clock_25 or negedge Resetn) begin
	if (Resetn == 1'b0) begin
		clock_1kHz <= 1'b1;
	end else begin
		if (clock_1kHz_div_count == 'd0) clock_1kHz <= ~clock_1kHz;
	end
end
always_ff @ (posedge Clock_25 or negedge Resetn) begin
	if (Resetn == 1'b0) begin
		clock_1kHz_buf <= 1'b1;	
	end else begin
		clock_1kHz_buf <= clock_1kHz;
	end
end
always_ff @ (posedge Clock_25 or negedge Resetn) begin
	if (Resetn == 1'b0) begin
		debounce_shift_reg[0] <= 8'd0;
		debounce_shift_reg[1] <= 8'd0;
		debounce_shift_reg[2] <= 8'd0;
		debounce_shift_reg[3] <= 8'd0;						
	end else begin
		if (clock_1kHz_buf == 1'b0 && clock_1kHz == 1'b1) begin
			debounce_shift_reg[0] <= {debounce_shift_reg[0][8:0], ~PB_signal[0]};
			debounce_shift_reg[1] <= {debounce_shift_reg[1][8:0], ~PB_signal[1]};
			debounce_shift_reg[2] <= {debounce_shift_reg[2][8:0], ~PB_signal[2]};
			debounce_shift_reg[3] <= {debounce_shift_reg[3][8:0], ~PB_signal[3]};									
		end
	end
end
always_ff @ (posedge Clock_25 or negedge Resetn) begin
	if (Resetn == 1'b0) begin
		push_button_status <= 4'h0;
	end else begin
		push_button_status[0] <= |debounce_shift_reg[0];
		push_button_status[1] <= |debounce_shift_reg[1];
		push_button_status[2] <= |debounce_shift_reg[2];
		push_button_status[3] <= |debounce_shift_reg[3];						
	end
end
assign PB_pushed = push_button_status;
endmodule
==> run.sh <==
#!/bin/bash
# OpenROAD 26Q1-2900-gdf79404cd8, Yosys 0.63+post, stock flow scripts
make -C /OpenROAD-flow-scripts/flow DESIGN_CONFIG=/design/flow/config.mk WORK_HOME=/design/flow/orfs finish
==> config.mk <==
export PLATFORM = sky130hd
export DESIGN_NAME = PB_Controller
export DESIGN_NICKNAME = PB_Controller
export VERILOG_FILES = /design/flow/design.v
export SDC_FILE = /design/flow/constraint.sdc
export NUM_CORES = 4
export LEC_CHECK = 1
export CORE_UTILIZATION = 30
==> constraint.sdc <==
current_design PB_Controller

set clk_period 4.2
set clk_io_pct 0.2

create_clock -name clk0 -period $clk_period [get_ports {Clock_25}]

set non_clock_inputs [all_inputs -no_clocks]
set_input_delay [expr $clk_period * $clk_io_pct] -clock clk0 $non_clock_inputs
set_output_delay [expr $clk_period * $clk_io_pct] -clock clk0 [all_outputs]
==> notes.md <==
Warnings raised by the tools during the run amount to 26. The run gives 0 for the total count of hold-check failures in the final report. The classification of the worst-slack hold path is register to register. The transition time recorded at the tightest slew-check pin is 766 ps. The destination of the critical timing path was PB_pushed[2]. The wire-length estimate of the detail-placed layout is 2220 um. Gate count of the mapped netlist: 194.

The commonest register cell after synthesis was sky130_fd_sc_hd__dfrtp_1. For the number of antenna violations at the first check in global routing, the log shows 0. Per STA, the worst path is made up of clkdlybuf4s50_1.

For this run, the script counts the antenna cells in the layout as 0. The tool flagged a number of max-cap violations equal to 0. Once detail routing completed, the nets flagged for antenna violations numbered 0. Input and output buffers added on the ports amount to 9. Post-CTS repair ended up resizing 0 cells.

Among all stages on the critical path, the largest delay is contributed by sky130_fd_sc_hd__clkdlybuf4s50_1. Maximum fanout count along the critical path: 1. Counting flops with a built-in enable in the synthesized netlist gives 0. Share of the core filled with cells: 35.5%. Timing would allow up to 0.515 GHz. The clock root buffer master is sky130_fd_sc_hd__clkbuf_8.

The highest-utilization routing layer at the global route stage is met1. The leakage power is 0.00122 uW. The tools report the launching instance or port of the critical path as push_button_status[2]. The final max-slew violation count recorded for this run is 0. Per STA, the worst path accumulates the most delay in the family buffers and inverters.

The worst VDD IR drop from the latest analysis is 0.251 mV. The tools report the sort of element at the end of the critical path as a primary output. The number of different library cells used by synthesis comes to 25. The flip-flop count of the largest register after layout is 40, and the clock sink count is 62.

With the total number of placement rows at 33, the relative area change from synthesis to final layout is 14.8%. STA classifies the critical path startpoint as a register. The run gives 0.00822 mm2 for the core outline area. The synthesized netlist occupies a cell area of 0.00254 mm2. The number of global-route vias before repair was 1410; the post-synthesis sequential area ratio was 61.2%.

met2 track demand over resource after global routing is 14.2%. The final sum of negative setup slack came out at 0 ps. The maximum clock skew at final layout was 6.31 ps; the die outline width was 94.0 um. For the global-route congestion overflow total, the log shows 0. The average wire per cell in the routed design was 11.0 um. CTS built an H-tree with a depth of 3.

The setup fix buffers added after clock tree synthesis was 0; the proportion of register bits with asynchronous set or reset after synthesis was 100%. The report puts the hold buffer count at CTS at 0. Per the slew report, the remaining headroom to the max-slew limit stands at 48.9%. In the layout the commonest cells are 60 x sky130_fd_sc_hd__dfrtp_1, 36 x sky130_fd_sc_hd__mux2_2, 22 x sky130_fd_sc_hd__nor2_1.

The cell depth of the worst hold path was 0; the deepest clock path buffer count was 2. Global-route total usage across every layer: 9.35%. STA lists the startpoint of the worst register-to-register path as clock_1kHz_div_count[0]. The tools report the endpoint of the worst-slack reg-to-reg timing path as clock_1kHz_div_count[13]. Of the cells placed in the final design, the portion with a size suffix greater than 1 is 29.2%. Averaged over all synthesized cells, the footprint is 13.1 um2. For this run, the detailed router's first-pass iteration total came to 4. The number of logic stages on the critical path including buffering is 1.

TritonCTS built the clock tree. The logs give 1.81% for the global routing usage on met3 and 330 ps for the clock latency reported for the late side of the worst-skew pair. The run gives 62 for the register bit count reported by yosys.

The total number of vias came out at 1415. During synthesis, Yosys emitted a total of 2 warnings. The clock-pin transition on the worst setup and hold timing paths came out at 70 ps.

The routed design shows a via density per instance of 4.41. The OpenROAD report gives the critical path a data arrival time of 1100 ps. The report puts the cell count of the worst reg-to-reg path at 5. The detailed router finished its first iteration with 34 violations.

Setup repair after global routing left no endpoint under its margin. Entering global routing, the biggest net connects 63 pins. For this run, global-route usage on met1 was measured as 14.3%. For flop-to-flop paths, the worst setup slack is 2500 ps. The first global-routing pass estimated 6360 um of wire. The routed design has 3540 um of wire. The share of the cycle needed by the critical path after routing is 46.2%, and the final-report setup violation count is 0. In this run, CTS created clock tree buffers numbering 9. Per the cell usage report, the commonest logic cell in the layout is sky130_fd_sc_hd__dfrtp_1. The run finished with clean final reports. Subtracting the final worst setup slack from the clock period gives 1940 ps. The die height was 94.0 um. In the setup report, the worst path falls into the class register to primary output.

The floorplan report gives the top-level pin count as 10. The starting utilization of the core area was 30.9%. Count of buffering cells on the critical path with inverters included: 1.

The number of DRC violations after detailed routing came out at 0. The number of cells reported by Yosys stat comes to 194. The chip area from the yosys synthesis statistics is 0.00254 mm2. The critical path endpoint has a required time of 3360 ps. Among all stages on the critical path, the maximum delay recorded is 450 ps. The report lists the power per cell area as 635 mW/mm2. RePlAce ended its routability-driven mode at a weighted congestion of 0.757. Total power for the finished layout comes to 1850 uW.

The overall die size recorded for this design is 0.00884 mm2.
per-stage QoR:
stage	setup WS [ps]	instances	hold WS, ps	cell area (um2)
floorplan	2780	195	367	2540
global placement	2490	305	378	2740
detailed placement	2460	305	381	2740
CTS	2230	321	392	2920
global route	2190	321	395	2920
finish	2260	321	391	2920
metal layers:
layer / wire length, um / part of all wire [%]
met1: 1780 / 50
met5: 0 / 0
met4: 97 / 2.7
met2: 1560 / 44
met3: 109 / 3.1
cell usage after synthesis, drive strengths merged, types with 2 or more instances:
library cell / instances / area [um2]
dfrtp: 60 / 1500
mux2: 36 / 405
nor2: 22 / 82.6
nor4: 13 / 111
nand2: 10 / 37.5
nand3: 9 / 57.6
xnor2: 9 / 78.8
nor3: 7 / 40.0
buf: 6 / 36.3
inv: 4 / 15.0
o21ai: 4 / 20.0
xor2: 3 / 26.3
dfstp: 2 / 52.6
ha: 2 / 25.0
final cells by class:
| type | instances | area [um2] |
|---|---|---|
| clock buffer | 9 | 124 |
| clock inverter | 7 | 51.3 |
| fill | 786 | 5300 |
| inverter | 4 | 15.0 |
| multi-input combinational | 123 | 942 |
| sequential | 62 | 1550 |
| tap | 105 | 131 |
| timing repair buffer | 11 | 100 |
power by group:
part | internal [uW] | switching [uW]
logic | 284 | 174
registers | 815 | 135
clock network | 214 | 230
kinds of logic (layout without fill, tap and decap cells):
logic type | after synthesis | count (layout) | synth area share (%)
and+or+nand+nor | 65 | 65 | 14.0
DFF | 62 | 62 | 61.2
muxes | 36 | 36 | 16.0
xor gates and xnor gates | 12 | 12 | 4.14
buffers and inverters | 10 | 31 | 2.02
AOI/OAI and AO/OA | 6 | 6 | 1.58
adders and majority gates | 2 | 2 | 0.985
other | 1 | 2 | 0.148
worst min-delay path by stage:
stage,from,end,slack [ps]
final,clock_1kHz,clock_1kHz_buf,390
after global routing,clock_1kHz,clock_1kHz_buf,400
after CTS,clock_1kHz,clock_1kHz_buf,390
Power and IR drop assume default switching activity.
